$ cat flow/config.mk
export PLATFORM = sky130hd
export DESIGN_NAME = paoma
export DESIGN_NICKNAME = paoma
export VERILOG_FILES = /design/flow/design.v
export SDC_FILE = /design/flow/constraint.sdc
export NUM_CORES = 4
export LEC_CHECK = 1
export CORE_UTILIZATION = 30
$ cat flow/constraint.sdc
current_design paoma

set clk_period 4.0
set clk_io_pct 0.2

create_clock -name clk0 -period $clk_period [get_ports {clk}]

set non_clock_inputs [all_inputs -no_clocks]
set_input_delay [expr $clk_period * $clk_io_pct] -clock clk0 $non_clock_inputs
set_output_delay [expr $clk_period * $clk_io_pct] -clock clk0 [all_outputs]
$ cat flow/design.v
`timescale 1ns / 1ps
module paoma(clk, 
    outdata,led);
   input  clk;        
   output reg [9:0] outdata;
	output reg [3:0] led;
   reg clk1s;         
   reg [25:0] cnt;    
   always @(posedge clk)
     begin
        if(cnt == 0)
          clk1s <= ~clk1s;
        cnt <= cnt + 1;
     end
   always @(posedge clk1s)
     begin
        if(outdata == 0 || outdata == 10'b10_0000_0000)
          outdata <= 1;
		  else
          outdata <= outdata << 1;
     end
always @(outdata)
  case (outdata)
    10'b00_0000_0001 : led <= 4'b0001;
    10'b00_0000_0010 : led <= 4'b0010;
    10'b00_0000_0100 : led <= 4'b0011;
    10'b00_0000_1000 : led <= 4'b0100;
    10'b00_0001_0000 : led <= 4'b0101;
    10'b00_0010_0000 : led <= 4'b0110;
    10'b00_0100_0000 : led <= 4'b0111;
    10'b00_1000_0000 : led <= 4'b1000;
    10'b01_0000_0000 : led <= 4'b1001;
    10'b10_0000_0000 : led <= 4'b1010;
    default:           led <= 4'b1111;
  endcase
endmodule
$ cat flow/run.sh
#!/bin/bash
# OpenROAD 26Q1-2900-gdf79404cd8, Yosys 0.63+post, stock flow scripts
make -C /OpenROAD-flow-scripts/flow DESIGN_CONFIG=/design/flow/config.mk WORK_HOME=/design/flow/orfs finish
==> flow_summary.rst <==
Metrics
=======

.. list-table::
   :header-rows: 1

   * - Metric
     - Value
   * - Area Overhead vs Synth
     - 10.1%
   * - Antenna Diode Count
     - 0
   * - Routability congestion estimate from global placement
     - approximately 0.84
   * - Post-route DRC
     - 0
   * - Number of endpoints with negative hold slack in the final report
     - 0
   * - Detailed placer's ending HPWL
     - 1830 um
   * - Max_cap viols
     - 0
   * - Most common library cells after synthesis
     - 36 x sky130_fd_sc_hd__dfxtp_1, 25 x sky130_fd_sc_hd__xnor2_1, 15 x sky130_fd_sc_hd__nand3_1
   * - Avg WL per Cell
     - approximately 10 um
   * - Maximum clock path buffer count
     - 2
   * - Kind of cell with the highest combined delay on the critical path
     - simple AND/OR/NAND/NOR gates
   * - Minimum period implied by the final worst setup slack
     - 1.65 ns
   * - Count of TritonRoute iterations in the first routing pass
     - 4
   * - Final-report max-slew violation count
     - 0
   * - Most frequently used cell type in the post-synthesis netlist
     - sky130_fd_sc_hd__dfxtp_1
   * - Largest stage delay, worst path
     - 0.44 ns
   * - Synthesized area divided by synthesized cell count
     - 9.86 um^2
   * - Placed cell count
     - 235
   * - Initial antenna violation count
     - 0
   * - Worst-case reg-to-reg path depth
     - 5
   * - Sequential group share of total power
     - 0.648
   * - Count of endpoints without a timing constraint
     - 24
   * - Sw Ratio
     - 0.181
   * - Worst skew pair latency
     - approximately 0.26 ns
   * - Reg2reg end
     - cnt[16]
   * - Final setup viols
     - 0
   * - Resized Gates After CTS
     - 0
   * - Master of the slowest instance on the critical path
     - sky130_fd_sc_hd__nor4_4
   * - Die X
     - 76.3 um
   * - Post-CTS Repair Setup Buffers
     - 0
   * - Port bufs
     - 14
   * - Post-synth top area share
     - 0.435
   * - Clock-pin slew of the registers on the worst-case setup and hold paths
     - about 0.08 ns
   * - Grt total ovfl
     - 0
   * - Pin count of the biggest net entering global routing
     - 15
   * - Combinational share of power
     - 0
   * - F_max
     - 608 MHz
   * - Cells after synthesis
     - 168
   * - Switching power of the nets
     - 0.0000754 W
   * - Seq/Total Area, Yosys
     - 0.453
   * - CP Capture Type
     - register
   * - Hold path startpoint
     - cnt[0]
   * - Number of buffers inserted during clock tree synthesis
     - 3
   * - Routed Wire Length
     - 2460 um
   * - Fraction of final layout cells with drive strength greater than 1
     - 0.0414
   * - Number of standard cells in the layout, taps in and fillers out
     - around 240
   * - Setup TNS Final
     - 0 ns
   * - Leakage component of the power
     - 0.593 nW
   * - Detailed-route via count
     - 1097
   * - Tot GR Track Use
     - 0.0912
   * - IR drop worst, VDD
     - around 0.15 mV
   * - Master cell of the clock root buffer
     - sky130_fd_sc_hd__clkbuf_8
   * - Routed vias/inst
     - 4.59
   * - Count of distinct cell types in the synthesized netlist
     - 34
   * - Post-synthesis instance area
     - 1660 um^2
   * - Worst Setup Path Type
     - register to register
   * - Number of inserted filler cells in the final layout
     - 543
   * - End-of-flow core utilization
     - 0.350
   * - Hold-fix buffers, CTS
     - 0
   * - Synth top area cells
     - sky130_fd_sc_hd__dfxtp_1 44%, sky130_fd_sc_hd__xnor2_1 13%, sky130_fd_sc_hd__nand3_1 4.5%
   * - Setup crit start kind
     - register
   * - Tightest Pin Transition
     - 0.460 ns
   * - Vias in the first global route
     - about 1000
   * - Normalized max-slew margin
     - 0.692
   * - Pwr/cell area
     - 228 nW/um^2
   * - Clock power share
     - 0.352
   * - Hold worst-path end
     - cnt[0]
   * - Count of warning messages emitted by the tools
     - 26
   * - First-pass GRT wire length
     - 4460 um
   * - Async set-reset flop share out of synthesis
     - 0
   * - CP Cell Sequence
     - ha_1 > nand2_1 > nor4_4 > nand4_1 > xnor2_1
   * - Result of the run
     - complete, no violations
   * - Yosys warnings
     - 1
   * - Number of cell rows
     - 26
   * - Critical Path AT
     - ~1.8 ns
   * - RR Startpoint
     - cnt[1]
   * - Top FF cell, synth
     - sky130_fd_sc_hd__dfxtp_1
   * - Count of cells along the worst hold path
     - 1
   * - Floorplan die area
     - 5820 um^2
   * - Die boundary height
     - 76.3 um
   * - Max Fanout on Critical Path
     - 6
   * - Post-synth tally of flip-flops with integrated enable
     - 1
   * - Internal power consumption
     - 0.000341 W
   * - Register-to-register setup slack
     - ~2.4 ns
   * - Worst Path Required
     - 4.16 ns
   * - Starting DRC count in detailed routing
     - 37
   * - Summed standard-cell area reported by yosys
     - 1660 um^2
   * - Number of buffer and inverter stages on the critical path
     - 0
   * - Share of the clock period used by the worst path
     - 0.411
   * - Count of unclocked register or latch pins
     - 10
   * - Synthesized registers
     - 37
   * - RSZ-0062 raised after global routing
     - false
   * - Class of the worst hold path
     - register to register
   * - Maximum clock skew at final layout
     - 0.00164 ns
   * - H-tree levels
     - 1
   * - Number of cell instances after yosys synthesis
     - 168
   * - Antenna viol nets, final
     - 0
   * - Floorplan core density
     - 0.318
   * - Core area
     - 5200 um^2
   * - Ports
     - 15
   * - Post-synth top area cell
     - sky130_fd_sc_hd__dfxtp_1
   * - Clock tree from TritonCTS
     - yes
==> power groups by stage <==
| stage | registers (W) | logic [W] | clock network (W) |
|---|---|---|---|
| final | 0.000270 | 0.000000000269 | 0.000146 |
| after CTS | 0.000270 | 0.000000000269 | 0.000153 |
| after global routing | 0.000270 | 0.000000000269 | 0.000161 |
==> routing by layer <==
layer,part of all wire,track usage,up-vias
met4,0,0.0115,0
met2,0.42,0.136,24
met5,0,0,-
li1,-,-,586
met1,0.54,0.150,487
met3,0.034,0.00852,0
==> per-stage QoR <==
stage | setup WS, ns | power, W | hold slack [ns] | cell area, um^2
after global routing | 2.18 | 0.000430 | 0.511 | 1820
after floorplan | 2.57 | 0.000276 | 0.414 | 1660
final | 2.35 | 0.000416 | 0.466 | 1820
after global placement | 2.34 | 0.000276 | 0.449 | 1780
after detailed placement | 2.36 | 0.000276 | 0.452 | 1780
after CTS | 2.35 | 0.000423 | 0.471 | 1820
==> worst register-to-register path, delay by kind of cell (launching register included) <==
kind	cells	cell delay, ns
XOR/XNOR	1	0.14
adder cells (fa/ha/maj)	1	0.26
flip-flops	1	0.41
AND/OR/NAND/NOR	3	0.73
==> final cells by class <==
class | count | area, um^2 | area share
clock buffer | 4 | 45.0 | 0.0247
inverter | 4 | 15.0 | 0.00823
multi-input combinational | 110 | 786 | 0.431
sequential | 37 | 751 | 0.412
tap | 70 | 87.6 | 0.0480
timing repair buffer | 14 | 140 | 0.0768
==> cell families (layout without fill, tap and decap cells) <==
kind of cell    after synthesis  after routing  share of synthesized area
simple gates                 67             67                      0.252
fa+ha+maj                     2              2                     0.0151
flops                        37             37                      0.453
compound gates               10             10                     0.0438
buf+inv                      21             22                     0.0725
xor+xnor                     31             31                      0.164
==> how the worst max path moves through the flow <==
| stage | endpoint | cells after the start | startpoint |
|---|---|---|---|
| after CTS | cnt[16] | 5 | cnt[1] |
| after global routing | cnt[22] | 5 | cnt[1] |
| final | cnt[16] | 5 | cnt[1] |
==> cell usage in the layout (no fill, tap or decap) <==
cell / count
sky130_fd_sc_hd__a21oi_1: 1
sky130_fd_sc_hd__and4_1: 4
sky130_fd_sc_hd__nor4_2: 1
sky130_fd_sc_hd__xor2_1: 6
sky130_fd_sc_hd__a211oi_1: 1
sky130_fd_sc_hd__edfxtp_1: 1
sky130_fd_sc_hd__nor2_1: 10
sky130_fd_sc_hd__a41oi_1: 1
sky130_fd_sc_hd__nand4_1: 9
sky130_fd_sc_hd__nor4_1: 5
sky130_fd_sc_hd__nand3_1: 15
sky130_fd_sc_hd__o211ai_1: 1
sky130_fd_sc_hd__o2111ai_1: 1
sky130_fd_sc_hd__and2_1: 2
sky130_fd_sc_hd__nor4b_1: 3
sky130_fd_sc_hd__or2_1: 1
sky130_fd_sc_hd__or4_1: 2
sky130_fd_sc_hd__nand2_2: 1
sky130_fd_sc_hd__clkbuf_8: 3
sky130_fd_sc_hd__and3_1: 5
sky130_fd_sc_hd__nor4_4: 2
sky130_fd_sc_hd__dfxtp_1: 36
sky130_fd_sc_hd__clkdlybuf4s50_1: 14
sky130_fd_sc_hd__o311ai_1: 2
sky130_fd_sc_hd__clkbuf_1: 1
sky130_fd_sc_hd__inv_1: 4
sky130_fd_sc_hd__o21ai_0: 2
sky130_fd_sc_hd__o21a_1: 1
sky130_fd_sc_hd__nor3_1: 2
sky130_fd_sc_hd__ha_1: 2
sky130_fd_sc_hd__nand2_1: 5
sky130_fd_sc_hd__xnor2_1: 25
==> flip-flops by register name, summed over array words and instances (netlist names) <==
signal	count
clk1s	1
cnt	26
outdata	10
Power and IR drop assume default switching activity.

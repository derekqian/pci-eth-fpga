**constraint.sdc**
```tcl
current_design PCI_PnP

set clk_period 13.2
set clk_io_pct 0.2

create_clock -name clk0 -period $clk_period [get_ports {PCI_CLK}]

set non_clock_inputs [all_inputs -no_clocks]
set_input_delay [expr $clk_period * $clk_io_pct] -clock clk0 $non_clock_inputs
set_output_delay [expr $clk_period * $clk_io_pct] -clock clk0 [all_outputs]
```
**run.sh**
```bash
#!/bin/bash
# OpenROAD 26Q1-2900-gdf79404cd8, Yosys 0.63+post, stock flow scripts
make -C /OpenROAD-flow-scripts/flow DESIGN_CONFIG=/design/flow/config.mk WORK_HOME=/design/flow/orfs finish
```
**design.v**
```verilog
module PCI_PnP
(
  PCI_CLK, PCI_RSTn, PCI_FRAMEn, PCI_AD, PCI_CBE, PCI_IRDYn, PCI_TRDYn, PCI_DEVSELn, PCI_IDSEL, PCI_STOPn,
  LED, LED2,
  PCI_PAR, PCI_GNTn, PCI_LOCKn, PCI_PERRn, PCI_REQn, PCI_SERRn
);
parameter VENDOR_ID = 16'h0100;
parameter DEVICE_ID = 16'h0000;
parameter PCI_CBECD_IORead  = 4'b0010;
parameter PCI_CBECD_IOWrite = 4'b0011;
parameter PCI_CBECD_MEMRead  = 4'b0110;
parameter PCI_CBECD_MEMWrite = 4'b0111;
parameter PCI_CBECD_CSRead  = 4'b1010;
parameter PCI_CBECD_CSWrite = 4'b1011;
input PCI_CLK, PCI_RSTn, PCI_FRAMEn, PCI_IRDYn, PCI_IDSEL;
inout [31:0] PCI_AD;
input [3:0] PCI_CBE;
output PCI_TRDYn, PCI_DEVSELn, PCI_STOPn;
output LED, LED2;
input PCI_PAR, PCI_GNTn, PCI_LOCKn, PCI_PERRn, PCI_REQn, PCI_SERRn;   
wire Dummy1 = PCI_PAR | PCI_GNTn | PCI_LOCKn | PCI_PERRn | PCI_REQn | PCI_SERRn;   
reg PCI_Transaction;
wire PCI_TransactionStart = ~PCI_Transaction & ~PCI_FRAMEn;
wire PCI_TransactionEnd = PCI_Transaction & PCI_FRAMEn & PCI_IRDYn;
always @(posedge PCI_CLK or negedge PCI_RSTn)
if(~PCI_RSTn) PCI_Transaction <= 0;
else
case(PCI_Transaction)
  1'b0: PCI_Transaction <= PCI_TransactionStart;
  1'b1: PCI_Transaction <= ~PCI_TransactionEnd;
endcase
reg PCI_CSCMD_IOenabled;  reg [ 9:0] PCI_CSBAR0;
reg PCI_CSCMD_MEMenabled; reg [15:0] PCI_MEMBAR1;
wire PCI_Targeted = PCI_TransactionStart & (PCI_AD[1:0]==0) & (
		( (PCI_CSCMD_IOenabled & (PCI_AD[15:6]==PCI_CSBAR0) & ((PCI_CBE==PCI_CBECD_IORead) | (PCI_CBE==PCI_CBECD_IOWrite)) ) ) | 
		( (PCI_CSCMD_MEMenabled & (PCI_AD[31:16]==PCI_MEMBAR1) & ((PCI_CBE==PCI_CBECD_MEMRead) | (PCI_CBE==PCI_CBECD_MEMWrite)) ) ) | 
		(  PCI_IDSEL & ((PCI_CBE==PCI_CBECD_CSRead) | (PCI_CBE==PCI_CBECD_CSWrite)) )
	);
reg [3:0] PCI_TransactionAddr;
always @(posedge PCI_CLK) if(PCI_TransactionStart) PCI_TransactionAddr <= PCI_AD[5:2];
wire PCI_LastDataTransfer = PCI_FRAMEn & ~PCI_IRDYn & ~PCI_TRDYn;
reg PCI_Transaction_Read_nWrite, PCI_IOSpace, PCI_MEMSpace, PCI_ConfSpace;
always @(posedge PCI_CLK or negedge PCI_RSTn)
if(~PCI_RSTn) {PCI_Transaction_Read_nWrite, PCI_IOSpace, PCI_MEMSpace, PCI_ConfSpace} <= 0;
else
if(~PCI_Transaction)
begin
  PCI_Transaction_Read_nWrite <= ~PCI_CBE[0];
  PCI_IOSpace   <= (PCI_CBE[3:2]==2'b00);
  PCI_MEMSpace  <= (PCI_CBE[3:2]==2'b01);
  PCI_ConfSpace <= (PCI_CBE[3:2]==2'b10);
end
reg PCI_DevSelOE;
always @(posedge PCI_CLK or negedge PCI_RSTn)
if(~PCI_RSTn) PCI_DevSelOE <= 0;
else
case(PCI_Transaction)
  1'b0: PCI_DevSelOE <= PCI_Targeted;
  1'b1: if(PCI_TransactionEnd) PCI_DevSelOE <= 1'b0;
endcase
reg PCI_DevSel;
always @(posedge PCI_CLK or negedge PCI_RSTn)
if(~PCI_RSTn) PCI_DevSel <= 0;
else
case(PCI_Transaction)
  1'b0: PCI_DevSel <= PCI_Targeted;
  1'b1: PCI_DevSel <= PCI_DevSel & ~PCI_LastDataTransfer;
endcase
reg PCI_TargetReady;
always @(posedge PCI_CLK or negedge PCI_RSTn)
if(~PCI_RSTn) PCI_TargetReady <= 0;
else
case(PCI_Transaction)
  1'b0: PCI_TargetReady <= PCI_Targeted & PCI_CBE[0];   
  1'b1: PCI_TargetReady <= PCI_DevSel & ~PCI_LastDataTransfer;
endcase
reg PCI_Stop;
always @(posedge PCI_CLK or negedge PCI_RSTn)
if(~PCI_RSTn) PCI_Stop <= 0;
else
case(PCI_Transaction)
  1'b0: PCI_Stop <= PCI_Targeted & PCI_CBE[0];   
  1'b1: PCI_Stop <= PCI_DevSel & ~PCI_FRAMEn;
endcase
reg PCI_AD_OE;
always @(posedge PCI_CLK or negedge PCI_RSTn)
if(~PCI_RSTn) PCI_AD_OE <= 0;
else
PCI_AD_OE <= PCI_DevSel & PCI_Transaction_Read_nWrite & ~PCI_LastDataTransfer;
assign PCI_DEVSELn = PCI_DevSelOE ? ~PCI_DevSel : 1'bZ;
assign PCI_TRDYn = PCI_DevSelOE ? ~PCI_TargetReady : 1'bZ;
assign PCI_STOPn = PCI_DevSelOE ? ~PCI_Stop : 1'bZ;
wire PCI_CSTransferWrite = PCI_DevSel & PCI_ConfSpace & ~PCI_Transaction_Read_nWrite & ~PCI_IRDYn & ~PCI_TRDYn;
wire PCI_CSTransferRead  = PCI_DevSel & PCI_ConfSpace &  PCI_Transaction_Read_nWrite & ~PCI_IRDYn & ~PCI_TRDYn;
always @(posedge PCI_CLK or negedge PCI_RSTn) if(~PCI_RSTn) PCI_CSCMD_IOenabled <= 0; else if(PCI_CSTransferWrite & (PCI_TransactionAddr==4'h1)) PCI_CSCMD_IOenabled <= PCI_AD[0];
always @(posedge PCI_CLK or negedge PCI_RSTn) if(~PCI_RSTn) PCI_CSBAR0 <= 0; else if(PCI_CSTransferWrite & (PCI_TransactionAddr==4'h4)) PCI_CSBAR0 <= PCI_AD[15:6];
always @(posedge PCI_CLK or negedge PCI_RSTn) if(~PCI_RSTn) PCI_CSCMD_MEMenabled <= 0; else if(PCI_CSTransferWrite & (PCI_TransactionAddr==4'h1)) PCI_CSCMD_MEMenabled <= PCI_AD[1];
always @(posedge PCI_CLK or negedge PCI_RSTn) if(~PCI_RSTn) PCI_MEMBAR1 <= 0; else if(PCI_CSTransferWrite & (PCI_TransactionAddr==4'h5)) PCI_MEMBAR1 <= PCI_AD[31:16];
reg [31:0] PCI_CSread;
always @(PCI_TransactionAddr, PCI_CSCMD_IOenabled, PCI_CSBAR0, PCI_CSCMD_MEMenabled, PCI_MEMBAR1)
case(PCI_TransactionAddr)
  4'h0: PCI_CSread <=  {DEVICE_ID, VENDOR_ID};
  4'h1: PCI_CSread <= {30'h0000000, PCI_CSCMD_MEMenabled, PCI_CSCMD_IOenabled};   
  4'h4: PCI_CSread <= {16'h0000, PCI_CSBAR0, 6'b000001};	  
  4'h5: PCI_CSread <= {PCI_MEMBAR1, 12'h000, 4'b0000};   
  default: PCI_CSread <= 32'h00000000;
endcase
wire PCI_WorkSpace = PCI_IOSpace | PCI_MEMSpace;
wire PCI_TransferWrite = PCI_DevSel & PCI_WorkSpace & ~PCI_Transaction_Read_nWrite & ~PCI_IRDYn & ~PCI_TRDYn;
wire PCI_TransferRead  = PCI_DevSel & PCI_WorkSpace &  PCI_Transaction_Read_nWrite & ~PCI_IRDYn & ~PCI_TRDYn;
wire PCI_IOTransferWrite = PCI_DevSel & PCI_IOSpace & ~PCI_Transaction_Read_nWrite & ~PCI_IRDYn & ~PCI_TRDYn;
wire PCI_IOTransferRead  = PCI_DevSel & PCI_IOSpace &  PCI_Transaction_Read_nWrite & ~PCI_IRDYn & ~PCI_TRDYn;
wire PCI_MEMTransferWrite = PCI_DevSel & PCI_MEMSpace & ~PCI_Transaction_Read_nWrite & ~PCI_IRDYn & ~PCI_TRDYn;
wire PCI_MEMTransferRead  = PCI_DevSel & PCI_MEMSpace &  PCI_Transaction_Read_nWrite & ~PCI_IRDYn & ~PCI_TRDYn;
reg [31:0] RAM [15:0];
always @(posedge PCI_CLK) if(PCI_TransferWrite) RAM[PCI_TransactionAddr] <= PCI_AD;
wire [31:0] PCI_read = PCI_WorkSpace ? RAM[PCI_TransactionAddr] : PCI_CSread;
assign PCI_AD = PCI_AD_OE ? PCI_read : 32'hZZZZZZZZ;
reg [31:0] PCI_data; always @(posedge PCI_CLK) if(PCI_TransferWrite) PCI_data <= PCI_AD;
wire LED = PCI_data[0] & Dummy1;
wire LED2 = PCI_data[1];
endmodule
```
**config.mk**
```make
export PLATFORM = sky130hd
export DESIGN_NAME = PCI_PnP
export DESIGN_NICKNAME = PCI_PnP
export VERILOG_FILES = /design/flow/design.v
export SDC_FILE = /design/flow/constraint.sdc
export NUM_CORES = 4
export LEC_CHECK = 1
export CORE_UTILIZATION = 50
```
==> GITHUB_STEP_SUMMARY <==
## Implementation flow summary

| Metric | Value |
|---|---|
| Outcome | `did not finish` |
| Last stage | `clock tree synthesis` |
| First Err | `[error] [KeplerFormal.cpp:679] Workflow failed: Iso has multiple drivers: .PCI_AD6, place123.X0` |
| Core Rows | `77` |
| Post-DP Area | `0.0234 sq mm` |
| Ys cells | `1,205` |
| Die Y | `213 um` |
| Cell taking the most area after synthesis | `edfxtp_1` |
| Post-synth top cells | `edfxtp_1 (518), mux2i_1 (121), mux4_2 (69), nand2_1 (50), a22oi_1 (49)` |
| AO/OA Area Share | `0.0491` |
| Horiz. Die Dim | `213 um` |
| Number of I/O pins | `52` |
| Init Core Util | `0.505` |
| Main flop type | `edfxtp_1` |
| Mux area share | `0.150` |
| Number of enable flip-flop cells | `518` |
| Ys async rst share | `0.0645` |
| Simple share | `0.0400` |
| Syn Inst Count | `1,205` |
| Setup Fix Bufs, Post-CTS | `0` |
| Synth warnings | `5` |
| Mapped cell area | `0.0223 sq mm` |
| Chip area in the Yosys report | `0.0223 sq mm` |
| Adder share | `0` |
| CTS Buffer Depth | `3` |
| Inst Count DP | `1,814` |
| CTS Buf Count | `56` |
| IO Port Bufs | `19` |
| Cell variety after synth | `61` |
| Top cells by area | `edfxtp_1 (70%), mux4_2 (7.0%), mux2i_1 (5.4%)` |
| Most frequent cell after synthesis | `edfxtp_1` |
| GP Congestion | `0.867` |
| Htree depth | `2` |
| Xor+xnor area frac | `0` |
| Hold bufs inserted after CTS | `0` |
| CTS sink count | `558` |
| Top comb family, area | `multiplexers` |
| Synth top area share | `0.698` |
| Clock root cell | `clkbuf_16` |
| Syn_area_per_cell | `18.5 sq um` |
| Dpl hpwl | `29,300 um` |
| Post_cts resized | `0` |
| #FFs+latches synth | `558` |
| Register share after synthesis | `0.742` |
logic make-up after synthesis:
logic type	after synthesis
DFF	558
muxes	235
and+or+nand+nor	185
buffers and inverters	74
AOI/OAI and AO/OA	153
metrics by stage:
stage	util	worst slack [ns]
2_1_floorplan	-	6.83
3_3_place_gp	0.531	6.36
3_5_place_dp	0.531	6.35
